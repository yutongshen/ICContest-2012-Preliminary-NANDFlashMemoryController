===== ./run.sh =====
#!/bin/bash
# OpenROAD 26Q1-2900-gdf79404cd8, Yosys 0.63+post, stock flow scripts
make -C /OpenROAD-flow-scripts/flow DESIGN_CONFIG=/design/flow/config.mk WORK_HOME=/design/flow/orfs finish

===== ./config.mk =====
export PLATFORM = sky130hd
export DESIGN_NAME = NFC
export DESIGN_NICKNAME = NFC
export VERILOG_FILES = /design/flow/design.v
export SDC_FILE = /design/flow/constraint.sdc
export NUM_CORES = 4
export LEC_CHECK = 1
export CORE_UTILIZATION = 30

===== ./constraint.sdc =====
current_design NFC

set clk_period 3.9
set clk_io_pct 0.2

create_clock -name clk0 -period $clk_period [get_ports {clk}]

set non_clock_inputs [all_inputs -no_clocks]
set_input_delay [expr $clk_period * $clk_io_pct] -clock clk0 $non_clock_inputs
set_output_delay [expr $clk_period * $clk_io_pct] -clock clk0 [all_outputs]

===== ./design.v =====
`timescale 1ns/100ps
module NFC(clk, rst, done, F_IO_A, F_CLE_A, F_ALE_A, F_REN_A, F_WEN_A, F_RB_A, F_IO_B, F_CLE_B, F_ALE_B, F_REN_B, F_WEN_B, F_RB_B);
input           clk;
input           rst;
output          done;
inout     [7:0] F_IO_A;
output          F_CLE_A;
output          F_ALE_A;
output          F_REN_A;
output          F_WEN_A;
input           F_RB_A;
inout     [7:0] F_IO_B;
output          F_CLE_B;
output          F_ALE_B;
output          F_REN_B;
output          F_WEN_B;
input           F_RB_B;
reg       [7:0]  r_data;
wire             read_crst;
reg              read_cnt_rst;
reg       [10:0] read_cnt;
reg       [9:0]  read_page;
wire             read_next_page;
reg       [2:0]  read_cs, read_ns;
reg              io_a;
reg       [7:0]  f_out_a;
reg       [1:0]  op_a;
reg              F_WEN_A;
reg              F_REN_A;
parameter [1:0]  OP_DATA = 2'b00,
                 OP_ADDR = 2'b01,
                 OP_CMD  = 2'b10;
parameter [2:0]  READ_INIT = 3'b000,
                 READ_CMD  = 3'b001,
                 READ_ADDR = 3'b010,
                 READ_BUSY = 3'b011,
                 READ_RD   = 3'b100,
                 READ_WAIT = 3'b101,
                 READ_DONE = 3'b110;
assign read_crst = rst | read_cnt_rst;
assign F_IO_A = (io_a) ? f_out_a : 'bz;
assign F_CLE_A = op_a[1];
assign F_ALE_A = op_a[0];
always @(posedge clk) begin
  if (read_crst) read_cnt <= 10'b0;
  else           read_cnt <= read_cnt + 10'b1;
end
always @(posedge clk) begin
  if (rst) read_cs <= READ_INIT;
  else     read_cs <= read_ns;
end
always @(posedge clk) begin
  if (rst) r_data <= 8'b0;
  else begin
    if (read_cs == READ_RD && !read_cnt[0]) 
      r_data <= F_IO_A;
  end
end
always @(posedge clk) begin
  if (rst) F_WEN_A <= 1'b1;
  else begin
    case ({read_cs, read_cnt[3:0]})
      6'b0000000: F_WEN_A <= 1'b0;
      6'b0010001: F_WEN_A <= 1'b0;
      6'b0100001: F_WEN_A <= 1'b0;
      6'b0100011: F_WEN_A <= 1'b0;
      6'b1011001: F_WEN_A <= 1'b0;
      default:  F_WEN_A <= 1'b1;
    endcase
  end
end
always @(*) begin
  read_ns = read_cs;
  case (read_cs)
    READ_INIT: begin
      read_ns = READ_CMD;
    end
    READ_CMD: begin
      if (read_cnt[0]) read_ns = READ_ADDR;
    end
    READ_ADDR: begin
      if (read_cnt[2:0] == 3'd5) read_ns = READ_BUSY;
    end
    READ_BUSY: begin
      read_ns = READ_RD;
    end
    READ_RD: begin
      if (read_cnt == 10'd1023) begin
        if (~&read_page[8:0]) read_ns = READ_WAIT;
        else                  read_ns = READ_DONE;
      end
    end
    READ_WAIT: begin
      if (read_cnt == 10'd9) read_ns = READ_CMD;
    end
    READ_DONE: begin
    end
  endcase
end
always @(*) begin
  read_cnt_rst = 1'b0;
  case (read_cs)
    READ_INIT: begin
      read_cnt_rst = 1'b1;
    end
    READ_CMD: begin
      if (read_cnt[0]) read_cnt_rst = 1'b1;
    end
    READ_ADDR: begin
      if (read_cnt[2:0] == 3'd5) read_cnt_rst = 1'b1;
    end
    READ_BUSY: begin
      read_cnt_rst = 1'b1;
    end
    READ_RD: begin
      if (read_cnt == 10'd1023) read_cnt_rst = 1'b1;
    end
    READ_WAIT: begin
      if (read_cnt == 10'd9) read_cnt_rst = 1'b1;
    end
    READ_DONE: begin
    end
  endcase
end
always @(*) begin
  io_a = 1'b0;
  f_out_a = 8'h00;
  op_a = OP_DATA;
  F_REN_A = 1'b1;
  case (read_cs)
    READ_INIT: begin
    end
    READ_CMD: begin
      io_a = 1'b1;
      f_out_a = 8'h00;
      op_a = OP_CMD;
    end
    READ_ADDR: begin
      io_a = 1'b1;
      op_a = OP_ADDR;
      case (read_cnt[2:1])
        3'd0: begin
          f_out_a = 8'h00;
        end
        3'd1: begin
          f_out_a = read_page[7:0];
        end
        3'd2: begin
          f_out_a = {7'b0, read_page[8]};
        end
      endcase
    end
    READ_BUSY: begin
    end
    READ_RD: begin
      F_REN_A = read_cnt[0];
    end
    READ_DONE: begin
    end
  endcase
end
assign read_next_page = (read_cnt == 10'd1023) & (read_cs == READ_RD);
always @(posedge clk) begin
  if (rst)                 read_page <= 10'b0;
  else if (read_next_page) read_page <= read_page + 10'b1;
end
reg              done;
wire             write_crst;
reg              write_cnt_rst;
reg       [10:0] write_cnt;
reg       [9:0]  write_page;
wire             write_next_page;
reg       [2:0]  write_cs, write_ns;
reg              io_b;
reg       [7:0]  f_out_b;
reg       [1:0]  op_b;
reg              F_REN_B;
reg              F_WEN_B;
parameter [2:0] WRITE_INIT = 3'b000,
                WRITE_CMD1 = 3'b001,
                WRITE_ADDR = 3'b010,
                WRITE_WD   = 3'b011,
                WRITE_CMD2 = 3'b100,
                WRITE_BUSY = 3'b101,
                WRITE_DONE = 3'b110;
assign write_crst = rst | write_cnt_rst;
assign F_IO_B = (io_b) ? f_out_b : 'bz;
assign F_CLE_B = op_b[1];
assign F_ALE_B = op_b[0];
always @(posedge clk) begin
  if (write_crst) write_cnt <= 10'b0;
  else            write_cnt <= write_cnt + 10'b1;
end
always @(posedge clk) begin
  if (rst) write_cs <= WRITE_INIT;
  else     write_cs <= write_ns;
end
always @(*) begin
  write_ns = write_cs;
  write_cnt_rst = 1'b0;
  case (write_cs)
    WRITE_INIT: begin
      if (write_cnt == 10'd2) begin
        write_ns = WRITE_CMD1;
        write_cnt_rst = 1'b1;
      end
    end
    WRITE_CMD1: begin
      if (write_cnt[0]) begin
        write_ns = WRITE_ADDR;
        write_cnt_rst = 1'b1;
      end
    end
    WRITE_ADDR: begin
      if (write_cnt[2:0] == 3'd5) begin
        write_ns = WRITE_WD;
        write_cnt_rst = 1'b1;
      end
    end
    WRITE_WD: begin
      if (write_cnt == 10'd1023) begin
        write_ns = WRITE_CMD2;
        write_cnt_rst = 1'b1;
      end
    end
    WRITE_CMD2: begin
      write_ns = WRITE_BUSY;
      write_cnt_rst = 1'b1;
    end
    WRITE_BUSY: begin
      if (F_RB_B) begin
        write_cnt_rst = 1'b1;
        if (write_page[9]) write_ns = WRITE_DONE;
        else               write_ns = WRITE_CMD1;
      end
    end
    WRITE_DONE: begin
    end
  endcase
end
always @(*) begin
  done = 1'b0;
  io_b    = 1'b0;
  f_out_b = 8'h00;
  op_b    = OP_DATA;
  F_WEN_B = 1'b0;
  F_REN_B = 1'b1;
  case (write_cs)
    WRITE_INIT: begin
    end
    WRITE_CMD1: begin
      io_b    = 1'b1;
      f_out_b = 8'h80;
      op_b    = OP_CMD;
      F_WEN_B = write_cnt[0];
    end
    WRITE_ADDR: begin
      io_b    = 1'b1;
      op_b    = OP_ADDR;
      F_WEN_B = write_cnt[0];
      case (write_cnt[2:1])
        2'd0: f_out_b = 8'h00;
        2'd1: f_out_b = write_page[7:0];
        2'd2: f_out_b = {7'b0, write_page[8]};
      endcase
    end
    WRITE_WD: begin
      if (write_cnt[0]) begin
        io_b    = 1'b1;
        f_out_b = r_data;
        op_b    = OP_DATA;
        F_WEN_B = ~clk;
      end
    end
    WRITE_CMD2: begin
      io_b    = 1'b1;
      f_out_b = 8'h10;
      op_b    = OP_CMD;
      F_WEN_B = ~clk;
    end
    WRITE_BUSY: begin
    end
    WRITE_DONE: begin
      done = 1'b1;
    end
  endcase
end
assign write_next_page = (write_cnt == 10'd1023) & (write_cs == WRITE_WD);
always @(posedge clk) begin
  if (rst) write_page <= 10'b0;
  else if (write_next_page) write_page <= write_page + 10'b1;
end
endmodule

==> ci_impl_report.md <==
## Synthesis and layout report

| Metric | Value |
|---|---|
| Cell total in the yosys stat output | approximately 350 |
| Number of antenna violations at the first check in global routing | 0 |
| Count of endpoints failing setup in the final report | 0 |
| Number of max-capacitance violations reported | 0 |
| Logic area | about 1700 µm² |
| Count of input and output buffers | 10 |
| Half-perimeter wire length after placement | between 4 and 5 mm |
| Distinct cell type count after synthesis | 54 |
| Die Span X | ~100 µm |
| Ys flop type | sky130_fd_sc_hd__dfxtp_1 |
| Post-synth ARST share | 0% |
| Via count of the first global-routing pass | roughly 2.2k |
| Syn Inst Count | roughly 350 |
| Number of warnings in the stage logs | 36 |
| Antenna-violating nets left | 0 |
| Final Hold Vio Count | 0 |
| Area growth from synthesis to final layout | 16.0% |
| Crit path required time | between 3 and 4 ns |
| Mean cell area of the mapped netlist | 8.62 µm² |
| Clock-pin transition on the worst setup and hold timing paths | 0.06 ns |
| TNS Setup | 0 ns |
| RSZ-0062 raised after global routing | false |
| DR iter-0 viols | around 170 |
| Startpoint type of the worst setup path | clock port |
| Seq cells post-synth | about 60 |
| YS chip area | roughly 3000 µm² |
| Worst Hold Class | reg -> reg |
| Pin count of the biggest net entering global routing | roughly 47 |
| Cell Count, Final, Fillers Out | 493 |
| Total power divided by cell area | a little over 500 nW/µm² |
| Worst max-slew margin expressed relative to the limit | about 46% |
| Overall fraction of global-route tracks in use | about 13% |
| Count of yosys warnings during synthesis | 4 |
| Routed wirelength normalized by instance count | 12.9 µm |
| Source-to-sink clock delay at the later pin of the worst-skew pair | 0.44 ns |
| Detailed Route WL | ~6.4 mm |
| # rows | 36 |
| Post-detailed-route via-to-cell ratio | 5.16 |
| Peak ir drop on the vdd network | approximately 0.00018 V |
| Max-slew violation count | 0 |
| CP endpoint kind | primary output |
| Core outline area | just under 10000 µm² |
| Ports placed on the boundary | 29 |
| Critical path class | clk -> out |
| Measured slew at the worst slew-check pin | approximately 0.8 ns |
| Number of filler instances in the final layout | 978 |
| Count of library flops with an enable pin | 0 |
| Part of the Yosys area used for sequential elements | slightly below 40% |
| Largest fanout on the critical path | 2 |
| Total via count after detailed routing | approximately 2.5k |
| Routability-driven placement congestion ratio | 0.827 |
| Post-synthesis instance area | ~3000 µm² |
| Sequential cell area | ~1200 µm² |
| Share of layout cells above drive strength 1 | under 10% |
| First-pass GRT wire length | ~11 mm |
| Die y size | 102 µm |
| Number of detailed-routing iterations run before antenna repair | 4 |
| Final global-route overflow total | 0 |
| ANT cells | 0 |
| Number of hold-repair buffers added at the cts stage | 0 |
| Number of post-CTS setup repair buffers | 0 |
| Result of the run | completed |
| Leakage power total | about 1.2 nW |
| Floorplan Utilization | between 30% and 40% |
| Resized Gates After CTS | 0 |
| Arrival time reported for the critical path endpoint | 2.82 ns |
| Remaining routing DRC violations | 0 |
| Layout Skew | approximately 0.0083 ns |
| TritonCTS clock tree | yes |
| Placed cell count | ~470 |
| Chip area | about 10000 µm² |
[where the power goes]
group          internal (mW)  switching (mW)  leakage (nW)  total [mW]
Clock                  0.529           0.266         0.153       0.795
Combinational          0.139           0.168         0.594       0.306
Sequential             0.652          0.0651         0.485       0.717
Total                   1.32           0.499          1.23        1.82
[Yosys cell counts, types with 3 or more instances]
library cell,number,area (µm²)
sky130_fd_sc_hd__nor2_1,28,105
sky130_fd_sc_hd__clkbuf_1,15,56.3
sky130_fd_sc_hd__nand2b_1,3,18.8
sky130_fd_sc_hd__nor4_1,6,37.5
sky130_fd_sc_hd__or3_1,7,43.8
sky130_fd_sc_hd__or4_1,10,75.1
sky130_fd_sc_hd__xor2_1,7,61.3
sky130_fd_sc_hd__a211oi_1,9,67.6
sky130_fd_sc_hd__a22oi_1,3,22.5
sky130_fd_sc_hd__o31ai_1,10,75.1
sky130_fd_sc_hd__nor3_1,7,35.0
sky130_fd_sc_hd__buf_2,3,15.0
sky130_fd_sc_hd__and3_1,12,75.1
sky130_fd_sc_hd__nand3b_1,3,22.5
sky130_fd_sc_hd__a22o_1,6,52.6
sky130_fd_sc_hd__nand4_1,8,50.1
sky130_fd_sc_hd__and2_1,13,81.3
sky130_fd_sc_hd__dfxtp_1,60,1200
sky130_fd_sc_hd__o21ai_0,12,60.1
sky130_fd_sc_hd__nand2_1,19,71.3
sky130_fd_sc_hd__nand3_1,14,70.1
sky130_fd_sc_hd__xnor2_1,9,78.8
sky130_fd_sc_hd__inv_1,12,45.0
sky130_fd_sc_hd__ha_1,15,188
sky130_fd_sc_hd__a21oi_1,26,130
[sequential cells by signal (all words and copies together) (netlist names)]
register and count:
write_cnt 11, read_page 9, read_cnt 11, F_WEN_A 1, write_cs 7, r_data 8, read_cs 3, write_page 10
[layout by cell type, fill, tap and decap left out, types with 8 or more instances in the layout]
cell / instances
sky130_fd_sc_hd__dfxtp_1: 60
sky130_fd_sc_hd__nor2_1: 28
sky130_fd_sc_hd__a21oi_1: 26
sky130_fd_sc_hd__nand2_1: 19
sky130_fd_sc_hd__ha_1: 15
sky130_fd_sc_hd__nand3_1: 14
sky130_fd_sc_hd__clkbuf_8: 14
sky130_fd_sc_hd__and2_1: 13
sky130_fd_sc_hd__and3_1: 12
sky130_fd_sc_hd__inv_1: 12
sky130_fd_sc_hd__o21ai_0: 12
sky130_fd_sc_hd__or4_1: 10
sky130_fd_sc_hd__o31ai_1: 10
sky130_fd_sc_hd__clkdlybuf4s50_1: 10
sky130_fd_sc_hd__xnor2_1: 9
sky130_fd_sc_hd__a211oi_1: 9
sky130_fd_sc_hd__nand4_1: 8
[routing by layer]
metal / part of all wire [%] / up-vias / track usage [%]
li1: - / 1292 / -
met1: 50 / 1193 / 18.7
met2: 44 / 52 / 18.6
met3: 5.1 / 9 / 4.03
met4: 0.96 / 0 / 2.09
met5: 0 / - / 0
[layout make-up]
type                       count  share of cell area (%)
clock inverter                 5                    3.03
clock buffer                  15                    5.78
multi-input combinational    257                    47.9
timing repair buffer          11                    3.00
sequential                    60                    34.2
inverter                      12                    1.28
tap                          133                    4.74
[per-stage QoR]
| stage | setup slack, ns | power, mW | util (%) | area, µm² | hold WS, ns |
|---|---|---|---|---|---|
| 2_1_floorplan | 1.09 | 0.928 | - | 3030 | 0.413 |
| 4_1_cts | 0.280 | 1.84 | 35.9 | 3510 | 0.464 |
| 3_5_place_dp | 0.580 | 1.04 | 32.8 | 3210 | 0.441 |
| 6_report | 0.302 | 1.82 | 35.9 | 3510 | 0.458 |
| 3_3_place_gp | 0.580 | 1.04 | 32.8 | 3210 | 0.436 |
| 5_1_grt | 0.194 | 1.92 | 35.9 | 3510 | 0.479 |
[critical path: stages]
cell and delay [ns]:
sky130_fd_sc_hd__clkbuf_8 0.11, sky130_fd_sc_hd__clkbuf_8 0.11, sky130_fd_sc_hd__o21ai_0 0.16, sky130_fd_sc_hd__clkdlybuf4s50_1 0.49
[cells by family after synthesis]
family                   share of synthesized area (%)
other                                            0.124
AND/OR/NAND/NOR                                   26.2
buffers and inverters                             4.71
adder cells (fa/ha/maj)                           6.20
multiplexers                                     0.703
flip-flops                                        39.7
AND-OR/OR-AND                                     17.7
XOR/XNOR                                          4.63
[final timing paths]
check	from	endpoint	slack, ns	depth (start not counted)
setup / recovery	clk	F_WEN_B	0.30	4
hold / removal	r_data[2]$_SDFFE_PP0P_	r_data[2]$_SDFFE_PP0P_	0.46	1
setup reg to reg	read_cnt[0]$_SDFF_PP0_	read_page[7]$_SDFFE_PP0P_	1.48	5
hold reg to reg	r_data[2]$_SDFFE_PP0P_	r_data[2]$_SDFFE_PP0P_	0.46	1
No activity file was given, so power comes from the tool's default toggle rates.
